`flow/run.sh`:
```
#!/bin/bash
# OpenROAD 26Q1-2900-gdf79404cd8, Yosys 0.63+post, stock flow scripts
make -C /OpenROAD-flow-scripts/flow DESIGN_CONFIG=/design/flow/config.mk WORK_HOME=/design/flow/orfs finish
```
`flow/config.mk`:
```
export PLATFORM = sky130hd
export DESIGN_NAME = sseg
export DESIGN_NICKNAME = sseg
export VERILOG_FILES = /design/flow/design.v
export SDC_FILE = /design/flow/constraint.sdc
export NUM_CORES = 4
export LEC_CHECK = 1
export CORE_AREA = 10 10 88 88
export DIE_AREA = 0 0 98 98
```
`flow/constraint.sdc`:
```
current_design sseg

set clk_period 3.2
set clk_io_pct 0.2

create_clock -name clk0 -period $clk_period [get_ports {clock}]

set non_clock_inputs [all_inputs -no_clocks]
set_input_delay [expr $clk_period * $clk_io_pct] -clock clk0 $non_clock_inputs
set_output_delay [expr $clk_period * $clk_io_pct] -clock clk0 [all_outputs]
```
`flow/design.v`:
```
`timescale 1ns / 1ps
module sseg(
    input clock,
    input reset,
    input [3:0] fourth_state,
    input [3:0] third_state,
    input [3:0] second_state,
    input [3:0] first_state,
    output reg[3:0] anode,  
    output reg [6:0] sseg_temp  
    );
reg [18-1:0]count;
always @ (posedge clock or posedge reset)
 begin
  if (reset)
   count <= 0;
  else
   count <= count + 1;
 end
reg [3:0]sseg;  
always @ (*)
 begin
  case(count[18-1:18-2])  
   2'b00 : 
    begin
     sseg = first_state;  
     anode = 4'b1110;
    end
   2'b01:
    begin
     sseg = second_state;
     anode = 4'b1101;
    end
   2'b10:
    begin
     sseg = third_state;
     anode = 4'b1011;
    end
   2'b11:
    begin
     sseg = fourth_state;
     anode = 4'b0111;    
    end
  endcase
 end
always @ (*)  
 begin
  case(sseg)
   4'd0 : sseg_temp = 7'b1000000;  
   4'd1 : sseg_temp = 7'b1111001;  
   4'd2 : sseg_temp = 7'b0100100;  
   4'd3 : sseg_temp = 7'b0110000;  
   4'd4 : sseg_temp = 7'b0011001;  
   4'd5 : sseg_temp = 7'b0010010;  
   4'd6 : sseg_temp = 7'b0000010;  
   4'd7 : sseg_temp = 7'b1111000;  
   4'd8 : sseg_temp = 7'b0000000;  
   4'd9 : sseg_temp = 7'b0010000;  
   4'd10 : sseg_temp = 7'b0100011;  
   4'd11 : sseg_temp = 7'b0101011;  
   default : sseg_temp = 7'b0111111;  
  endcase
 end
endmodule
```
==> flow_summary_export.csv <==
group,metric,value,unit
placement,dp_hpwl,1880,um
finish,final_cell_mix,"clkdlybuf4s50_1, dfrtp_1, nand2_1",
clock_network,clock-sinks,18,
finish,largest_reg_flops,18,
grt,grt_max_degree,19,
detailed_routing,wire_per_inst,11.1,um
finish,drive_above_1_share,0.194,
logic_synthesis,async_flop_share,1.00,
run,warning_count,28,
clock_network,numCtsBuffers,3,
final_timing,rsz0062_at_grt,"true",
clock_network,htree_levels,1,
worst_hold_path,hold_end,"count[14]",
logic_synthesis,ys_types,24,
worst_setup_path,path_cells,"clkdlybuf4s50_1 > mux4_2 > inv_2 > buf_4 > ha_1 > nand2_1 > nand2_1 > clkdlybuf4s50_1",
floorplan,pin_count,29,
pwr,power,0.480,mW
placement,port_buffers,28,
worst_setup_path,slowest_stage,"mux4_2",
detailed_routing,met2_length,997,um
floorplan,chip_area,0.00960,sq mm
worst_setup_path,cpLargestDelayFamily,"buffers and inverters",
pwr,power_density,304,mW/mm^2
worst_setup_path,startpoint_type,"primary input",
logic_synthesis,synthesis.area,0.00106,sq mm
detailed_routing,met3WireLength,150,um
placement,gp_congestion,0.755,
finish,layout_top_cell,"clkdlybuf4s50_1",
worst_setup_path,r2r_cells,5,
floorplan,core-area,0.00592,sq mm
floorplan,fp-utilization,0.179,
detailed_routing,num_antenna_cells,0,
clock_network,root_buffer,"clkbuf_8",
final_timing,max_freq,319,MHz
grt,grt_usage,0.0489,
worst_setup_path,crit_buf_inv,4,
final_timing,final.setup.tns,0,ns
grt,grt_pass1_wl,3960,um
run,max_cap_viol_count,0,
final_timing,min_period_over_period,0.980,
final_timing,setup_viol,0,
worst_setup_path,path_class,"in2out",
logic_synthesis,ys_seq_elements,18,
clock_network,tritoncts,"done",
pwr,irDropWorstVdd,0.353,mV
final_timing,fin_skew,0.00104,ns
worst_setup_path,critPathMaxFanout,4,
detailed_routing,drtIter0Drc,22,
logic_synthesis,edf_count,0,
logic_synthesis,synth_cells,103,
final_timing,max-slew-margin-rel,0.566,
logic_synthesis,topCellsByArea,"dfrtp_1, xor2_1, mux4_2",
detailed_routing,vias,853,
grt,grt_pass1_vias,801,
worst_hold_path,hp-class,"reg2reg",
worst_setup_path,worstPathRequired,2.56,ns
logic_synthesis,yosys-stat-cells,103,
detailed_routing,first_pass_iters,4,
detailed_routing,highest_layer,"met3",
clock_network,ctsHoldBuffers,0,
worst_setup_path,r2r_end,"count[14]",
final_timing,fin_crit,3.14,ns
logic_synthesis,largest_area_cell,"dfrtp_1",
worst_setup_path,slowest_delay,0.55,ns
detailed_routing,wl_met1,1290,um
logic_synthesis,ys_area,0.00106,sq mm
clock_network,ctsLongestPathBuffers,2,
pwr,power_leakage,0.750,nW
detailed_routing,avgViaCountPerCell,3.89,
final_timing,hold_viol,0,
grt,antenna_found_initial,0,
detailed_routing,wl,2430,um
grt,overflow,0,
final_timing,drv_slew,0,
logic_synthesis,top_area_frac,0.426,
logic_synthesis,yosysWarningCount,1,
detailed_routing,final_antenna_net_count,0,
logic_synthesis,flop_cell,"dfrtp_1",
floorplan,die-width,98,um
worst_setup_path,cp-end-kind,"output pin",
floorplan,die.size.y,98,um
worst_hold_path,hold_depth,1,
worst_setup_path,rrSetupSlack,1.60,ns
finish,largest_register,"count",
finish,syn_to_final_growth,49.1,%
worst_setup_path,reg2reg_from,"count[0]",
finish,top_regs,"count x18",
finish,final_core_util,0.266,
clock_network,clkTransAtPathRegs,0.06,ns
worst_setup_path,arrival,2.50,ns
logic_synthesis,syn_avg_cell_area,10.3,sq um
floorplan,row_count,28,
detailed_routing,drc_errors,0,
clock_network,clkLatencyLatePin,0.25,ns
worst_hold_path,min-delay-start,"count[14]",
final_timing,worstMarginPinSlew,0.650,ns
logic_synthesis,yosysSeqAreaShare,0.426,
status,outcome,"completed",
[layout make-up]
cell class	count	area, sq um
clock buffers	4	55.1
fillers	615	4340
inverters	6	22.5
multi-input cells	77	582
flip-flops and latches	18	450
well taps	75	93.8
repair buffers	39	373
[how the worst max path moves through the flow]
stage / from / to / slack, ns / cells past startpoint
4_1_cts: first_state[3] / sseg_temp[5] / 0.005 / 5
5_1_grt: first_state[3] / sseg_temp[5] / -0.009 / 5
6_report: third_state[0] / sseg_temp[2] / 0.06 / 8
[what timing repair did]
item | 4_1_cts | 5_1_grt
setup buffers | 1 | 3
resized | 5 | 7
pin swaps | 1 | 1
endpoints found under the setup margin | 1 | 7
[Yosys cell counts (2+ instances only)]
| library cell | count |
|---|---|
| mux4_2 | 3 |
| nor3_1 | 3 |
| and3_1 | 6 |
| buf_6 | 2 |
| xor2_1 | 9 |
| xnor2_1 | 7 |
| nor2_1 | 7 |
| nand2_1 | 13 |
| nand4_1 | 2 |
| nand3_1 | 8 |
| a21oi_1 | 4 |
| inv_1 | 6 |
| ha_1 | 4 |
| or2b_1 | 2 |
| dfrtp_1 | 18 |
[stage by stage]
| stage | instance area [sq um] | worst slack (ns) | hold WS (ns) | cells |
|---|---|---|---|---|
| floorplan | 1060 | 0.854 | 0.441 | 103 |
| detailed placement | 1460 | -0.0437 | 0.463 | 211 |
| global route | 1580 | -0.00940 | 0.485 | 219 |
| CTS | 1540 | 0.00472 | 0.472 | 216 |
| finish | 1580 | 0.0643 | 0.470 | 219 |
| global placement | 1460 | -0.0410 | 0.458 | 211 |
[report_power, final]
part	internal [mW]	switching, mW
Sequential	0.228	0
Clock	0.109	0.0699
Combinational	0.0475	0.0257
Total	0.384	0.0956
[layer usage]
metal,vias to the layer above,track usage
li1,433,-
met3,0,0.0185
met4,0,0
met2,26,0.0701
met1,394,0.0727
met5,-,0
[logic make-up (layout without fill, tap and decap cells)]
group                    count (synthesis)  in the layout  share of synthesized area
flip-flops                              18             18                      0.426
AND/OR/NAND/NOR                         46             46                      0.217
AND-OR/OR-AND                            7              7                     0.0462
adder cells (fa/ha/maj)                  4              4                     0.0473
XOR/XNOR                                16             16                      0.133
buffers and inverters                    8             49                     0.0426
multiplexers                             4              4                     0.0888
Power figures rest on the tool's default switching activity, not on a simulated workload.
